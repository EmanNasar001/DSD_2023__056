## design/flow/config.mk

```make
export PLATFORM = sky130hd
export DESIGN_NAME = lab5
export DESIGN_NICKNAME = lab5
export VERILOG_FILES = /design/flow/design.v
export SDC_FILE = /design/flow/constraint.sdc
export NUM_CORES = 4
export LEC_CHECK = 1
export CORE_AREA = 10 10 70 70
export DIE_AREA = 0 0 80 80
```

## design/flow/constraint.sdc

```tcl
current_design lab5

set clk_period 1.2
set clk_io_pct 0.2

create_clock -name clk0 -period $clk_period

set non_clock_inputs [all_inputs -no_clocks]
set_input_delay [expr $clk_period * $clk_io_pct] -clock clk0 $non_clock_inputs
set_output_delay [expr $clk_period * $clk_io_pct] -clock clk0 [all_outputs]
```

## design/flow/design.v

```verilog
module lab5(input logic [3:0] a,
    input logic [2:0]s,
output logic segA, 
output logic segB,
output  logic segC,
output  logic segD,
output  logic segE,
output  logic segF,
output  logic segG,
output logic [7:0] A
    );
    assign segA= (~a[3]&(~a[2])&(~a[1])&a[0]) | (a[3]&(~a[2])&a[1]&a[0]) |(a[3]&a[2]&(~a[1])&a[0])| (~a[3]&a[2]&(~a[1])&(~a[0]));
    assign segB=(a[2]&a[1]&(~a[0]))|(a[3]&a[1]&a[0])|(a[3]&a[2]&(~a[0]))|(~a[3]&a[2]&(~a[1])&a[0]);
    assign segC= (a[3]&a[2]&a[1])|(a[3]&a[2]&(~a[0]))|(~a[3]&(~a[2])&a[1]&(~a[0]));
    assign segD=(~a[3]&(~a[2])&(~a[1])&a[0])| (~a[3]&a[2]&(~a[1])&(~a[0]))|(a[2]&a[1]&a[0])|(a[3]&(~a[2])&a[1]&(~a[0]));
    assign segE=(~a[3]&a[0])|(~a[2]&(~a[1])&(a[0]))|(~a[3]&a[2]&(~a[1]));
    assign segF=(~a[3]&a[1]&a[0])|(~a[3]&(~a[2])&a[1])|(~a[3]&(~a[2])&a[0])|(a[3]&a[2]&(~a[1])&a[0]);
    assign segG=(~a[3]&(~a[2])&(~a[1])) | (~a[3]&a[2]&a[1]&a[0])|(a[3]&a[2]&(~a[1])&(~a[0]));
    assign A[0]=( s[2]| s[1] |s[0]);
    assign A[1]=(s[2]|s[1]|(~s[0]));
    assign A[2]=(s[2]|(~s[1])|s[0]);
    assign A[3]=(s[2]|(~s[1])|(~s[0]));
    assign A[4]=(~s[2]|s[1]|s[0]);
    assign A[5]=(~s[2]|s[1]|(~s[0]));
    assign A[6]=(~s[2]|(~s[1])|s[0]);
    assign A[7]=(~s[2]|(~s[1])|(~s[0]));
endmodule
```

## design/flow/run.sh

```bash
#!/bin/bash
# OpenROAD 26Q1-2900-gdf79404cd8, Yosys 0.63+post, stock flow scripts
make -C /OpenROAD-flow-scripts/flow DESIGN_CONFIG=/design/flow/config.mk WORK_HOME=/design/flow/orfs finish
```

==> job_summary.md <==
## Implementation flow summary

| Metric | Value |
|---|---|
| Status | finished, violations left |
| Failing checks | negative setup slack |
| Rows | 21 |
| First-pass GRT wire length | 1730 µm |
| Share of layout cells above drive strength 1 | 44.0% |
| Seq share, synth | 0% |
| DIE HEIGHT | 80 µm |
| CP arrival | 1080 ps |
| Worst vdd ir | 112 µV |
| Mean area per synthesized cell | 6.69 µm² |
| Max Freq | 759 MHz |
| CP endpoint kind | primary output |
| Initial antenna violation count | 0 |
| P_int | 0.000116 W |
| PwrDens | 293 mW/mm² |
| Combinational share of power | 100.0% |
| DRC Markers | 0 |
| Ys cells | 43 |
| Vias | 433 |
| Setup Crit Path Kind | in2out |
| Largest net degree at the start of global routing | 13 |
| Clock power share | 0% |
| Cell type with the largest total area | nor3b_2 |
| Syn Inst Count | 43 |
| Critical path endpoint | segG |
| Mapped Area | 288 µm² |
| Pleak | 0.269 nW |
| Post-synth area from yosys stat | 288 µm² |
| Worst EP required | 960 ps |
| Crit path time final | 1320 ps |
| Fin crit share | 110% |
| Final Max Slew Viols | 0 |
| Crit path launch type | input port |
| # clk buffers | 0 |
| Max cap viols | 0 |
| Vias in the first global route | 414 |
| Global route overflow | 0 |
| Final hold violations | 0 |
| Port Buffers | 22 |
| GRT Util Overall | 3.05% |
| Flop count | 0 |
| CORE AREA | 0.00342 mm² |
| Stage-log warning count | 34 |
| Comb. cell area | 275 µm² |
| N_diodes | 0 |
| Die Wd | 80 µm |
| Syn-to-layout area delta | 124% |
| Sw power | 0.0000733 W |
| DR iter-0 viols | 1 |
| Cell variety after synth | 24 |
| Final wirelength | 1040 µm |
| Max-area cell share | 8.70% |
| Seq pwr share | 0% |
| Starting Density | 8.42% |
| Boundary pin count | 22 |
| Crit path from | a[2] |
| Top-count cell post-synth | nand2_1 |
| Slew @ Worst Pin | 205 ps |
| Switching Fraction | 38.7% |
| Post-layout util | 18.9% |
| Drt wl/cell | 8.61 µm |
| PnR Total Power | 0.000189 W |
| Hold Slack | 839 ps |
| Final Wtd Congestion | 0.728 |
| Avg Vias per Cell | 3.58 |
| Fillcell total | 394 |
| Die ar. | 0.00640 mm² |
| Setup Viol. Count Final | 4 |
| Antenna-violating nets left | 0 |
| Worst-path fanout max | 6 |
| Biggest area cells | nor3b_2 (8.7%), buf_6 (7.8%), nand3b_1 (7.8%), o21ai_1 (7.0%), nand2_1 (6.5%) |
| RSZ-0062 raised after global routing | true |
| Drt pass-1 iters | 2 |
| PnR worst setup slack | -118 ps |
| HP Class | in2out |
| YS warnings | 0 |
| Register area | 0 µm² |
| Post-synth top cells | nand2_1 (5), o21ai_1 (4), a21oi_1 (3), nand3b_1 (3), nor2_1 (3) |
| Slew HR | 86.1% |
| Estimated wirelength of the detail-placed design | 835 µm |
## routing by layer
metal | global-route usage [%] | vias up | routed length (µm)
met1 | 4.22 | 182 | 506
met2 | 4.33 | 20 | 373
met3 | 1.59 | 0 | 163
met4 | 0 | 0 | 0
li1 | - | 231 | -
met5 | 0 | - | 0
## worst max-delay path, cell delays in order
cell,delay [ps]
buf_8,110
buf_6,110
and4_1,160
or3_1,340
buf_2,120
## layout by cell type, fill, tap and decap left out
cell type        instances
buf_2                    9
buf_4                    9
buf_6                    7
dlygate4sd2_1            6
nand2_1                  5
o21ai_1                  4
nor2_1                   3
nand3b_1                 3
clkdlybuf4s15_1          3
nor3b_4                  2
a21oi_1                  2
nand3_1                  2
a211oi_1                 2
or3_1                    2
or3b_1                   2
xnor2_2                  1
nand4b_1                 1
nor2b_1                  1
a31oi_1                  1
a21oi_2                  1
nor3_2                   1
inv_2                    1
nand2b_1                 1
and4b_1                  1
a311o_1                  1
nor4b_1                  1
and4_1                   1
buf_8                    1
buf_12                   1
## area by class of cell
| type | instances | share of cell area (%) |
|---|---|---|
| timing repair buffer | 36 | 47.9 |
| inverter | 1 | 0.581 |
| tap | 46 | 8.91 |
| multi-input combinational | 38 | 42.6 |
## metrics by stage
step	setup slack [ps]	instance area, µm²	setup TNS, ps	std cells
after global routing	-156	646	-557	121
after CTS	-124	636	-298	121
after detailed placement	-917	626	-10410	120
after global placement	-910	626	-10180	120
final	-118	646	-261	121
after floorplan	199	288	0	43
## kinds of logic after synthesis
logic type,synth area share [%]
compound gates,23.0
xor+xnor,3.04
buf+inv,14.3
simple gates,59.6
## how the worst min path moves through the flow
stage / startpoint / to / slack (ps) / cells after the start
6_report: s[2] / A[2] / 840 / 3
5_1_grt: s[2] / A[2] / 860 / 3
4_1_cts: s[2] / A[2] / 850 / 3
## what timing repair did
action / in CTS / in global routing
endpoints found under the hold margin: 0 / 0
hold buffers: 0 / 0
setup endpoints to repair: 15 / 5
gates resized: 79 / 2
buffers inserted: 1 / 0
pin swaps: 11 / 5
## power by group through the flow
stage	Sequential [W]	Combinational, W	Clock (W)
CTS	0	0.000188	0
global route	0	0.000212	0
finish	0	0.000189	0
Power and IR drop assume default switching activity.
