### flow/run.sh
#!/bin/bash
# OpenROAD 26Q1-2900-gdf79404cd8, Yosys 0.63+post, stock flow scripts
make -C /OpenROAD-flow-scripts/flow DESIGN_CONFIG=/design/flow/config.mk WORK_HOME=/design/flow/orfs finish
### flow/config.mk
export PLATFORM = sky130hd
export DESIGN_NAME = lab7new
export DESIGN_NICKNAME = lab7new
export VERILOG_FILES = /design/flow/design.v
export SDC_FILE = /design/flow/constraint.sdc
export NUM_CORES = 4
export LEC_CHECK = 1
export CORE_UTILIZATION = 50
### flow/constraint.sdc
current_design lab7new

set clk_period 3.5
set clk_io_pct 0.2

create_clock -name clk0 -period $clk_period [get_ports {clk}]

set non_clock_inputs [all_inputs -no_clocks]
set_input_delay [expr $clk_period * $clk_io_pct] -clock clk0 $non_clock_inputs
set_output_delay [expr $clk_period * $clk_io_pct] -clock clk0 [all_outputs]
### flow/design.v
`timescale 1ns / 1ps
module lab7new(input logic clk,            
    input logic reset,          
    input logic write,          
    input logic [2:0] sel,      
    input logic [3:0] number,   
    output logic segA, segB, segC, segD, segE, segF, segG,  
    output logic [7:0] an    
    );
logic out_clk;          
        logic [16:0] counter;   
        always_ff @(posedge clk or posedge reset) begin
            if (reset) begin
                counter <= 0;
                out_clk <= 0;
            end else if (counter == 124999) begin  
                counter <= 0;
                out_clk <= ~out_clk;  
            end else begin
                counter <= counter + 1;
            end
        end
    logic [2:0] countout;
    always_ff @(posedge out_clk or posedge reset) begin
            if (reset)
                countout <= 3'b000;   
            else if (countout == 3'b111)
                countout <= 3'b000;   
            else
                countout <= countout + 1;  
        end
    logic [2:0] twoxone_out;
    always_comb begin
            if (write == 1'b0)
                twoxone_out = countout;   
            else
                twoxone_out = sel;   
        end
    logic en0,en1,en2,en3,en4,en5,en6,en7;
        always_comb begin
                   case (twoxone_out)
                                      3'b000 : an = 8'b11111110;
                                      3'b001 : an = 8'b11111101;
                                      3'b010 : an = 8'b11111011;
                                      3'b011 : an = 8'b11110111;
                                      3'b100 : an = 8'b11101111;
                                      3'b101 : an = 8'b11011111;
                                      3'b110 : an = 8'b10111111;
                                      3'b111 : an = 8'b01111111;
                                      default: an = 8'b11111111;
                   endcase
               end
        assign en0=write& (~an[0]);
        assign en1=write& (~an[1]);
        assign en2=write& (~an[2]);
        assign en3=write& (~an[3]);
        assign en4=write& (~an[4]);
        assign en5=write& (~an[5]);
        assign en6=write& (~an[6]);
        assign en7=write& (~an[7]);
           logic [3:0] registers [0:7];
           always_ff @(posedge clk or posedge reset) begin 
               if (reset) begin
                   registers[0] <= 4'b0000;
                   registers[1] <= 4'b0000;
                   registers[2] <= 4'b0000;
                   registers[3] <= 4'b0000;
                   registers[4] <= 4'b0000;
                   registers[5] <= 4'b0000;
                   registers[6] <= 4'b0000;
                   registers[7] <= 4'b0000;
               end else begin 
                   if (en0) registers[0] <= number;
                   if (en1) registers[1] <= number;
                   if (en2) registers[2] <= number;
                   if (en3) registers[3] <= number;
                   if (en4) registers[4] <= number;
                   if (en5) registers[5] <= number;
                   if (en6) registers[6] <= number;
                   if (en7) registers[7] <= number;
               end
           end
           logic [3:0] outmux;
           always_comb begin
               case (twoxone_out)
                   3'b000: outmux = registers[0];
                   3'b001: outmux = registers[1];
                   3'b010: outmux = registers[2];
                   3'b011: outmux = registers[3];
                   3'b100: outmux = registers[4];
                   3'b101: outmux = registers[5];
                   3'b110: outmux = registers[6];
                   3'b111: outmux = registers[7];
                   default: outmux = 4'b0000;  
               endcase
           end
           always_comb begin
               case (outmux)
                   4'b0000: {segA, segB, segC, segD, segE, segF, segG} = 7'b0000001;  
                   4'b0001: {segA, segB, segC, segD, segE, segF, segG} = 7'b1001111;  
                   4'b0010: {segA, segB, segC, segD, segE, segF, segG} = 7'b0010010;  
                   4'b0011: {segA, segB, segC, segD, segE, segF, segG} = 7'b0000110;  
                   4'b0100: {segA, segB, segC, segD, segE, segF, segG} = 7'b1001100;  
                   4'b0101: {segA, segB, segC, segD, segE, segF, segG} = 7'b0100100;  
                   4'b0110: {segA, segB, segC, segD, segE, segF, segG} = 7'b0100000;  
                   4'b0111: {segA, segB, segC, segD, segE, segF, segG} = 7'b0001111;  
                   4'b1000: {segA, segB, segC, segD, segE, segF, segG} = 7'b0000000;  
                   4'b1001: {segA, segB, segC, segD, segE, segF, segG} = 7'b0000100;  
                   4'b1010: {segA, segB, segC, segD, segE, segF, segG} = 7'b0001000;  
                   4'b1011: {segA, segB, segC, segD, segE, segF, segG} = 7'b1100000;  
                   4'b1100: {segA, segB, segC, segD, segE, segF, segG} = 7'b0110001;  
                   4'b1101: {segA, segB, segC, segD, segE, segF, segG} = 7'b1000010;  
                   4'b1110: {segA, segB, segC, segD, segE, segF, segG} = 7'b0110000;  
                   4'b1111: {segA, segB, segC, segD, segE, segF, segG} = 7'b0111000;  
                   default: {segA, segB, segC, segD, segE, segF, segG} = 7'b1111111;  
               endcase
           end
endmodule
==> impl_metrics.json <==
{
  "drive_above_1_share_pct": 42.1,
  "final-seq-area_mm2": 0.00133,
  "io_pins": 25,
  "crit_slowest_cell": "o32ai_4",
  "dp_hpwl_mm": 4.55,
  "wl_per_cell_um": 16.1,
  "vias": 2156,
  "cp_slowest_stage_delay_ns": 0.33,
  "worstPathArrival_ns": 2.75,
  "finalNonFillerCells": 400,
  "drcViolationCount": 0,
  "vdd_drop_max_mv": 0.187,
  "tightest_slew_ns": 0.692,
  "die_x_um": 78.2,
  "whs_ns": 0.460,
  "hold_class": "register to register",
  "hold_buffers": 0,
  "cp.required_ns": 2.80,
  "coreArea_mm2": 0.00554,
  "clockBufferDepth": 2,
  "portBuffers": 24,
  "setup_viol": 0,
  "crit_type": "input port to output port",
  "critPathMostFrequentCell": "buf_6",
  "synthCells": 251,
  "place_area_mm2": 0.00351,
  "grt.total_usage_pct": 23.5,
  "min_to": "counter[0]",
  "finalCritPeriodShare_pct": 98.6,
  "fin_worst_skew_ns": 0.00448,
  "num_antenna_cells": 0,
  "synth-area-yosys_mm2": 0.00291,
  "worstReg2RegStart": "counter[9]",
  "maxCapViolCount": 0,
  "antenna_found_initial": 0,
  "die_area_mm2": 0.00612,
  "wl_mm": 6.46,
  "untimed_endpoints": 3,
  "grt_max_degree": 31,
  "grt_pass1_wl_mm": 10.6,
  "totalPowerFinal_mw": 1.60,
  "post-route-util_pct": 69.9,
  "rsz0062_at_grt": "yes",
  "place_inst": 379,
  "route.antenna.remaining_nets": 0,
  "cts.root.buffer_cell": "clkbuf_8",
  "synthTopCellsByArea": "dfrtp_1, mux2_2, mux2i_1",
  "r2r_end": "out_clk",
  "layout_top_cell": "dfrtp_1",
  "stdcell_area_mm2": 0.00387,
  "top_area_share_pct": 45.6,
  "reg2regPathDepth": 3,
  "avgSynthCellArea_um2": 11.6,
  "status": "finished clean",
  "std_cell_rows": 27,
  "ys_types": 45,
  "clk_latency_ns": 0.30,
  "synth.largest_area_cell": "dfrtp_1",
  "period_needed_ns": 3.45,
  "cts_tree": "done",
  "combGateArea_mm2": 0.00162,
  "first_global_vias": 2100,
  "layout_top_cells": "dfrtp_1, buf_4, mux2_2, nand2_1, nor2_1",
  "slew_headroom_pct": 53.5,
  "power.leakage_nw": 1.77,
  "power.density_mw_per_mm2": 414,
  "postSynthSeqShare_pct": 45.6,
  "unclocked_pins": 3,
  "numCtsBuffers": 5,
  "fill_cells": 404,
  "area_growth_pct": 33.1,
  "dr.pass1.iters": 4,
  "grt_overflow": 0,
  "clock.fmax_ghz": 0.290,
  "async_reset_ff_share_pct": 100,
  "synth-edff-count": 0,
  "whs_path_depth": 1,
  "timing.final.ws_setup_ns": 0.0504,
  "finalSetupTns_ns": 0,
  "hold_start": "counter[0]",
  "initial_core_util_pct": 52.5,
  "ys.warnings.count": 2,
  "htree_levels": 2,
  "cp-start-kind": "input port",
  "warnings": 32,
  "gp_congestion": 0.880,
  "vias_per_cell": 5.39,
  "synth.cell_area_mm2": 0.00291,
  "r2r_slack_ns": 1.61,
  "slew_violations": 0,
  "yosys_cells": 251,
  "die_h_um": 78.2,
  "finalHoldViolCount": 0,
  "path_cells": "buf_8, buf_6, mux2i_1, buf_4, buf_6, mux2i_4, o22ai_2, o32ai_4, buf_6, buf_16, buf_6, mux2i_1, o22ai_1, buf_2",
  "dpl_worst_slack_ns": -0.789,
  "clk_pin_slew_ns": 0.09,
  "flop_cell": "dfrtp_1",
  "cp-end-kind": "output port",
  "path_max_fanout": 6,
  "drt-initial-drc-count": 70,
  "numSynthFlops": 53
}
report_power, final:
group	total [mW]	leakage [nW]	internal, mW	switching, mW
logic	0.532	1.05	0.323	0.209
clock network	0.358	0.0478	0.163	0.195
registers	0.713	0.666	0.659	0.0542
critical path: cells and delay by family:
family / cells / cell delay (ns)
AOI/OAI and AO/OA: 3 / 0.52
muxes: 3 / 0.57
buffers and inverters: 8 / 0.95
Yosys cell counts, drive strengths merged, types with 2 or more instances:
cell type / n
and4: 2
and3: 3
inv: 6
nor2b: 2
o22ai: 5
nand2: 16
a32o: 2
ha: 9
xnor2: 9
nand2b: 3
dfrtp: 53
or2: 3
xor2: 8
mux2i: 14
nor2: 16
or3: 2
nand3: 15
a21oi: 6
nor3: 6
o21ai: 5
mux2: 35
nand4: 4
o32ai: 4
nor3b: 4
buf: 7
kinds of logic after synthesis:
kind of cell	share of synthesized area, %
XOR/XNOR	5.12
buffers and inverters	2.63
multiplexers	19.1
AND/OR/NAND/NOR	15.6
flip-flops	45.6
AND-OR/OR-AND	8.05
adder cells (fa/ha/maj)	3.87
metal layers:
layer  vias up  GRT usage (%)  share of wire (%)  wire length, µm
met5         -              0                  0                0
li1       1061              -                  -                -
met1      1053           37.0                 48             3090
met4         0           1.67               0.50               32
met3         2           3.54                3.7              237
met2        40           38.1                 48             3100
cell type report:
class | count | share of cell area, %
well taps | 72 | 2.33
clock inverters | 2 | 0.420
flip-flops and latches | 53 | 34.3
repair buffers | 76 | 18.4
clock buffers | 6 | 2.13
multi-input cells | 185 | 41.8
inverters | 6 | 0.647
state kept, by name, indices dropped and copies added, names as in the netlist:
signal / count
countout: 3
out_clk: 1
registers: 32
counter: 17
worst max path at each step:
stage     start  cells past startpoint  endpoint
4_1_cts   write                     13      segA
5_1_grt   write                     14      segG
6_report  write                     14      segG
timing repair:
action / in CTS / in global routing
endpoints found under the hold margin: 0 / 0
setup endpoints to repair: 7 / 7
cloned: 1 / 0
setup buffers: 8 / 6
pin swaps: 9 / 13
gates resized: 48 / 30
Power figures rest on the tool's default switching activity, not on a simulated workload.
