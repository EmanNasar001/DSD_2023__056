===== design/flow/run.sh =====
#!/bin/bash
# OpenROAD 26Q1-2900-gdf79404cd8, Yosys 0.63+post, stock flow scripts
make -C /OpenROAD-flow-scripts/flow DESIGN_CONFIG=/design/flow/config.mk WORK_HOME=/design/flow/orfs finish

===== design/flow/config.mk =====
export PLATFORM = sky130hd
export DESIGN_NAME = behaviour
export DESIGN_NICKNAME = behaviour
export VERILOG_FILES = /design/flow/design.v
export SDC_FILE = /design/flow/constraint.sdc
export NUM_CORES = 4
export LEC_CHECK = 1
export CORE_AREA = 10 10 70 70
export DIE_AREA = 0 0 80 80

===== design/flow/constraint.sdc =====
current_design behaviour

set clk_period 2.3
set clk_io_pct 0.2

create_clock -name clk0 -period $clk_period

set non_clock_inputs [all_inputs -no_clocks]
set_input_delay [expr $clk_period * $clk_io_pct] -clock clk0 $non_clock_inputs
set_output_delay [expr $clk_period * $clk_io_pct] -clock clk0 [all_outputs]

===== design/flow/design.v =====
`timescale 1ns / 1ps
module behaviour(input logic [3:0] a,
    input logic [2:0]s,
output logic segA, 
output logic segB,
output  logic segC,
output  logic segD,
output  logic segE,
output  logic segF,
output  logic segG,
output logic [7:0] A
    );
    always_comb begin
     case (a)
               4'b0000: {segA, segB, segC, segD, segE, segF, segG} = 7'b0000001;  
               4'b0001: {segA, segB, segC, segD, segE, segF, segG} = 7'b1001111;  
               4'b0010: {segA, segB, segC, segD, segE, segF, segG} = 7'b0010010;  
               4'b0011: {segA, segB, segC, segD, segE, segF, segG} = 7'b0000110;  
               4'b0100: {segA, segB, segC, segD, segE, segF, segG} = 7'b1001100;  
               4'b0101: {segA, segB, segC, segD, segE, segF, segG} = 7'b0100100;  
               4'b0110: {segA, segB, segC, segD, segE, segF, segG} = 7'b0100000;  
               4'b0111: {segA, segB, segC, segD, segE, segF, segG} = 7'b0001111;  
               4'b1000: {segA, segB, segC, segD, segE, segF, segG} = 7'b0000000;  
               4'b1001: {segA, segB, segC, segD, segE, segF, segG} = 7'b0000100;  
               4'b1010: {segA, segB, segC, segD, segE, segF, segG} = 7'b0001000;  
               4'b1011: {segA, segB, segC, segD, segE, segF, segG} = 7'b1100000;  
               4'b1100: {segA, segB, segC, segD, segE, segF, segG} = 7'b0110001;  
               4'b1101: {segA, segB, segC, segD, segE, segF, segG} = 7'b1000010;  
               4'b1110: {segA, segB, segC, segD, segE, segF, segG} = 7'b0110000;  
               4'b1111: {segA, segB, segC, segD, segE, segF, segG} = 7'b0111000;  
           endcase
       end
       always_comb begin
           case (s)
                              3'b000 : A = 8'b11111110;
                              3'b001 : A = 8'b11111101;
                              3'b010 : A = 8'b11111011;
                              3'b011 : A = 8'b11110111;
                              3'b100 : A = 8'b11101111;
                              3'b101 : A = 8'b11011111;
                              3'b110 : A = 8'b10111111;
                              3'b111 : A = 8'b01111111;
           endcase
       end
endmodule

==> run summary <==
flow finished, numbers: cell taking the most area after synthesis ha_1, max_slew headroom 84.8%, Final Hold Violating Endpoints 0, Pre-antenna DRT Iters 2, hold-fix buffer count after cts 0, Peak supply drop roughly 0.03 mV, Reg area 0 um^2, setup repair after global routing missed its margin false, remaining global-route overflow 0, pin count of the biggest net entering global routing 12, post-route insts no fill approximately 120, cell total in the yosys stat output 42, critical path capture point type primary output, fraction of the yosys area taken by sequential cells 0%, std cell rows 21, number of antenna violations at the first check in global routing 0, area added between synthesis and finish 105%, total of fill cells in the finished design 389, Critical Path RT 1840 ps, Final Setup Violations 0, Logic area 312 um^2, total tool warning count 39, Routed Wire Length 1.05 mm, final number of max-transition violations 0, 1st-iter DRT viols 1, Syn Inst Count 42, worst min path class primary input to primary output, ratio of cells with drive above 1 in the final layout a little over a fifth, Core Density at Floorplan a little under a tenth, minimum clock period 2220 ps, via count of the first global-routing pass roughly 380, Die X-Extent 80 um, share of synthesized cell area in and-or and or-and compound cells 11.5%, adder-cell share of the synthesized area 26.7%, synth unique cells 17, final estimated routing congestion in global placement 0.704, outcome completed, post-synthesis instance area 328 um^2, Ports 22, total track usage around 3.0%, yosys xor share 0%, # DRC 0, core outline area between 3000 and 4000 um^2, share of the synthesized area in the top cell type roughly a quarter, Die Footprint 6400 um^2, cell area power density 144 nW/um^2, number of max-capacitance violations reported 0, number of placed cells counting well taps 117, total vias in the final route a little under 400, Leakage 0.340 nW, Post-DRT Antenna Nets 0, YS chip area 328 um^2, dominant non-sequential cell family after synthesis simple AND/OR/NAND/NOR gates, Max FO, Critical Path 5, area share of and/or/nand/nor cells after synthesis 28.6%, diode count 0, type of the worst setup path primary input to primary output, hpwl dp slightly below 1 mm, kind of start point of the critical path primary input, hold slack between 1000 and 1500 ps, post-CTS setup buffers 0, cells taking the most area after synthesis ha_1 27%, mux2i_1 18%, mux4_2 6.9%, number of warnings printed during yosys synthesis 1, data arrival at the endpoint of the critical path 1760 ps, quantity of I/O buffers inserted on ports 22, f_max approximately 0.45 GHz, synthesized area per cell 7.81 um^2, Die Y 80 um, Final WS setup around 78 ps, most used standard cell by instance count after synthesis ha_1, Slew @ Worst Pin roughly 230 ps, first-pass GRT wire length 1.63 mm, share of cell area taken by muxes after synthesis 25.2%, vias per cell 3.36, FFs & Latches 0, Avg WL per Cell 9.01 um, cell types with the highest counts after synthesis 7 x ha_1, 6 x mux2i_1, 6 x nor2_1, dpl ws -399 ps, final sum of negative setup slack 0 ps, clock buf count 0, final critical-path share of the clock period 96.6%
[what timing repair did]
action	in CTS	in global routing
pin swaps	0	1
setup endpoints to repair	7	8
resized	10	7
[placed cells by master (no fill, tap or decap), types with 2 or more instances in the layout]
cell / Yosys / final
nand3b_1: 3 / 3
nand2_1: 2 / 2
buf_4: 0 / 8
dlygate4sd2_1: 0 / 5
clkdlybuf4s50_1: 0 / 12
o21ai_1: 2 / 2
ha_1: 7 / 6
mux2i_1: 6 / 6
inv_2: 0 / 2
a21oi_1: 2 / 2
or3b_1: 2 / 2
nor2_1: 6 / 6
dlymetal6s2s_1: 0 / 4
[worst max-delay path: stages]
cell and delay [ps]:
dlygate4sd2_1 250, buf_4 150, ha_1 180, mux4_2 460, dlygate4sd2_1 250
[final cells by class]
class	instances	area share, %
multi-input combinational	37	46.5
timing repair buffer	31	43.3
tap	46	8.58
inverter	3	1.68
[final timing paths]
check                 start  endpoint  slack [ps]  cells after the start
worst min-delay path   a[0]      segB        1380                      4
worst max-delay path   a[1]      segD          80                      5
[power by group]
group / switching, W / total (W) / internal, W
Clock: 0 / 0 / 0
Combinational: 0.0000356 / 0.0000967 / 0.0000612
Sequential: 0 / 0 / 0
[routing by layer]
| metal | routed length, um | part of all wire (%) | track usage (%) |
|---|---|---|---|
| met3 | 137 | 13 | 1.14 |
| met1 | 383 | 36 | 2.64 |
| met2 | 533 | 51 | 6.34 |
| met5 | 0 | 0 | 0 |
| met4 | 0 | 0 | 0 |
[cell families (layout without fill, tap and decap cells)]
kind of cell,Yosys count,count (layout)
muxes,7,7
AOI/OAI and AO/OA,6,6
and+or+nand+nor,17,17
buffers and inverters,5,34
adders and majority gates,7,7
[metrics by stage]
stage          power [W]  cell area [um^2]  util, %
4_1_cts        0.0000999               657     19.2
3_5_place_dp    0.000104               658     19.3
5_1_grt         0.000108               671     19.6
2_1_floorplan  0.0000346               328        -
3_3_place_gp    0.000103               658     19.3
6_report       0.0000967               671     19.6
No activity file was given, so power comes from the tool's default toggle rates.
